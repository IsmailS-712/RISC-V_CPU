$ cat config.mk
export PLATFORM = sky130hd
export DESIGN_NAME = control
export DESIGN_NICKNAME = control
export VERILOG_FILES = /design/flow/design.v
export SDC_FILE = /design/flow/constraint.sdc
export NUM_CORES = 4
export LEC_CHECK = 1
export CORE_AREA = 10 10 70 70
export DIE_AREA = 0 0 80 80
export SYNTH_HDL_FRONTEND = slang
$ cat constraint.sdc
current_design control

set clk_period 1.9
set clk_io_pct 0.2

create_clock -name clk0 -period $clk_period

set non_clock_inputs [all_inputs -no_clocks]
set_input_delay [expr $clk_period * $clk_io_pct] -clock clk0 $non_clock_inputs
set_output_delay [expr $clk_period * $clk_io_pct] -clock clk0 [all_outputs]
$ cat design.v
module control(
    input logic [31:0]  Instr,
    output logic        RegWrite,
    output logic [2:0]  ALUctrl,
    output logic        ALUsrc,
    output logic [2:0]  ImmSrc,
    output logic        Resultsrc,
    output logic        Memwrite,
    output logic        reg_jump,
    output logic        jump,
    output logic        branch
);
logic [1:0]     ALUop;
logic [6:0]     Op;
logic [14:12]   funct3;
logic           funct7;
logic [20:0]    unused;
assign Op = Instr[6:0];
assign funct3 = Instr[14:12];
assign funct7 = Instr[30];
assign unused = {Instr[31], Instr[29:15], Instr[11:7]};
always_comb
    casez(Op)
        7'b0??????: RegWrite = 1;  
        default: RegWrite = 0;
    endcase
always_comb
    casez(Op)
        7'b00?????: ALUsrc = 1;  
        default: ALUsrc = 0;
    endcase
always_latch
    if (Op == 7'b0000011) begin   
        ALUop = 2'b00;
        jump = 0;
        branch = 0;
        Memwrite = 0;
        Resultsrc = 1;
        reg_jump = 0;
        ImmSrc = 3'b000;
    end
    else if (Op == 7'b0100011) begin  
        ALUop = 2'b00;
        ImmSrc = 3'b100;
        jump = 0;
        branch = 0;
        Memwrite = 1;
        RegWrite = 0;
        reg_jump = 0;
        Resultsrc = 0;
        ALUsrc = 1;
    end
    else if (Op == 7'b0110011 | Op == 7'b0010011) begin  
        ALUop = 2'b10;
        ImmSrc = 3'b000;
        jump = 0;
        branch = 0;
        Memwrite = 0;
        Resultsrc = 0;
        reg_jump = 0;
    end
    else if (Op == 7'b0110111) begin  
        ALUop = 2'b01;
        ImmSrc = 3'b000;
        jump = 0;
        branch = 0;
        Memwrite = 0;
        Resultsrc = 0;
        reg_jump = 0;
    end
    else if ((Op == 7'b1100011) & (funct3 == 3'b001)) begin  
        ALUop = 2'b01;
        ImmSrc = 3'b010;
        jump = 0;
        branch = 1;
        Memwrite = 0;
        reg_jump = 0;
        Resultsrc = 0;
    end
    else if (Op == 7'b1101111) begin  
        ALUop = 2'b11;
        ImmSrc = 3'b011;
        jump = 1;
        Memwrite = 0;
        RegWrite = 1;
        reg_jump = 0;
        Resultsrc = 0;
    end
    else if (Op == 7'b1100111) begin  
        ALUop = 2'b11;
        jump = 1;
        Memwrite = 0;
        RegWrite = 1;
        reg_jump = 1;
        Resultsrc = 0;
    end
    else begin
        ALUop = 2'b00;
        jump = 0;
        reg_jump = 0;
        Resultsrc = 0;
    end
always_latch
    if (ALUop == 2'b00)
        ALUctrl = 3'b000;  
    else if (ALUop == 2'b01)
        ALUctrl = 3'b001;  
    else if (ALUop == 2'b11)
        ALUctrl = 3'b111;  
    else if (ALUop == 2'b10)
        if (funct3 == 3'b110)
            ALUctrl = 3'b011;  
        else if (funct3 == 3'b010)
            ALUctrl = 3'b101;  
        else if (funct3 == 3'b111)
            ALUctrl = 3'b010;  
        else if (funct3 == 3'b000)
            if(funct7 == 1 && Op[5] == 1)
                ALUctrl = 3'b001;  
            else
                ALUctrl = 3'b000;  
endmodule
$ cat run.sh
#!/bin/bash
# OpenROAD 26Q1-2900-gdf79404cd8, Yosys 0.63+post, stock flow scripts
make -C /OpenROAD-flow-scripts/flow DESIGN_CONFIG=/design/flow/config.mk WORK_HOME=/design/flow/orfs finish
==> flow_metrics.env <==
# physical design summary
export IMPL_ys_chip_area_um2=418
export IMPL_ys_cells=45
export IMPL_stop_stage="synthesis (1_2_yosys)"
export IMPL_status="did not finish"
export IMPL_ys_flops=9
export IMPL_yosysWarnings=0
export IMPL_synth_cell_types=25
export IMPL_error="ERROR: Found 1 problems in 'check -assert'."
## cell usage after synthesis
master,number,area share
o22ai_2,1,0.030
dlxtp_1,8,0.29
nand4_1,1,0.015
inv_1,7,0.063
nand4_4,1,0.051
nor4b_1,1,0.021
a32oi_1,1,0.021
nand2b_1,2,0.030
and3b_4,1,0.030
nand2_1,3,0.027
nor4b_4,1,0.057
a2bb2oi_2,1,0.036
nand3_1,2,0.024
buf_4,1,0.018
conb_1,1,0.0090
a31oi_1,1,0.015
a21boi_2,1,0.027
or3_1,1,0.015
and3b_2,2,0.048
mux2i_1,1,0.024
o21ai_0,2,0.024
o221ai_2,1,0.036
nor2_1,2,0.018
dlxtn_1,1,0.036
o41ai_2,1,0.039
## cell families after synthesis
logic type / count (synthesis) / share of synthesized area
simple gates: 17 / 0.335
compound gates: 9 / 0.228
latches: 9 / 0.323
buf+inv: 8 / 0.0809
mux: 1 / 0.0240
other cells: 1 / 0.00897
