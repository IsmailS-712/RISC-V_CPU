==> flow/design.v <==
module pc (
    input logic [31:0] ImmOp,
    input logic        clk,
    input logic        rst,
    input logic        PCsrc,
    output logic [31:0] PC_out
);
logic [31:0] branch_PC;
logic [31:0] inc_PC; 
logic [31:0] next_PC;
assign branch_PC = PC_out + ImmOp;
assign inc_PC    = PC_out + 32'b100;
assign next_PC   = PCsrc ? branch_PC : inc_PC;
always_ff @(posedge clk, posedge rst) 
    if (rst) PC_out <= 32'b0;
    else     PC_out <= next_PC;
endmodule
==> flow/run.sh <==
#!/bin/bash
# OpenROAD 26Q1-2900-gdf79404cd8, Yosys 0.63+post, stock flow scripts
make -C /OpenROAD-flow-scripts/flow DESIGN_CONFIG=/design/flow/config.mk WORK_HOME=/design/flow/orfs finish
==> flow/config.mk <==
export PLATFORM = sky130hd
export DESIGN_NAME = pc
export DESIGN_NICKNAME = pc
export VERILOG_FILES = /design/flow/design.v
export SDC_FILE = /design/flow/constraint.sdc
export NUM_CORES = 4
export LEC_CHECK = 1
export CORE_UTILIZATION = 50
==> flow/constraint.sdc <==
current_design pc

set clk_period 13.7
set clk_io_pct 0.2

create_clock -name clk0 -period $clk_period [get_ports {clk}]

set non_clock_inputs [all_inputs -no_clocks]
set_input_delay [expr $clk_period * $clk_io_pct] -clock clk0 $non_clock_inputs
set_output_delay [expr $clk_period * $clk_io_pct] -clock clk0 [all_outputs]
==> out/results.tsv <==
metric	value	unit
Root Driver	clkbuf_8	
FF+latch area	800.8	µm²
max_cap viols	0	
PortBufs	66	
Post-CTS Hold Buffers	0	
setup repair bufs after CTS	0	
initial antenna violation count	0	
Row Count	30	
Mapped Cells	449	
Chip Height	86.19	µm
chip area	7428	µm²
Detailed Place HPWL	6846	µm
# IOs	67	
FA/HA/MAJ Cells, Area Fraction	0.1186	
met1 Use GR	0.4214	
asr flop ratio synth	1.000	
Final Skew	7.621	ps
WP data required	13870	ps
number of synthesized flops with an enable pin	0	
path category of the worst min-delay check	flop to flop	
Setup Crit Path Kind	primary input to flop	
clock latency (worst-skew pair)	280	ps
critical-path maximum fanout	4	
clock sink count	32	
vias in the first global route	3183	
Via density	5.753	
met2 usage	0.3918	
Critical Path End Type	flop	
max FFs per register	32	
Inst Count DP	595	
diode count	0	
Final setup viols	0	
setup repair after global routing missed its margin	false	
post-cts resize count	0	
met3 Use GR	0.03285	
gpl congestion	0.9393	
Syn-to-layout area delta	22.32	%
final setup TNS	0	ps
final worst path period need	5143	ps
Vias	3452	
largest registers	PC_out (32)	
count of cell types in the netlist	60	
largest net degree at the start of global routing	71	
Synth Flop Type	dfrtp_1	
grt total ovfl	0	
Worst-Margin Slew	725.7	ps
Worst setup SP type	primary input	
final period utilization	0.3754	
drt pass-1 iters	5	
Synthesized registers	32	
layout cell share with drive strength beyond 1	0.04960	
Num CTS Buffers	5	
Synth Area in XOR/XNOR	0.1137	
Gate Area	2621	µm²
Slew Viols, Final	0	
tool warning count	26	
Reg with most FFs	PC_out	
Finished Layout Cells	600	
core area	6832	µm²
DRT iter0 DRCs	224	
Max VDD drop	118.9	µV
Routed Antenna Nets	0	
filler instances	609	
Die W	86.19	µm
DRC violations left	0	
Initial Util	0.5187	
busiest layer in global routing	met1	
Compound Share, Synth	0.2489	
P per Cell Area	222.6	nW/µm²
comb area leader	AND-OR/OR-AND gates	
Final Hold Fails	0	
first-pass GRT wire length	15190	µm
YS chip area	3543	µm²
leakage	0.001828	µW
fmax	0.1945	GHz
mux share	0.03213	
number of synthesis warnings	1	
Simple-Gate Fraction of Synth Area	0.2263	
CTS tree	yes	
clock buffer depth	2	
register area share after synthesis	0.2260	
worst rel slew slack	0.5162	
Post-Syn Area	3543	µm²
syn_area_per_cell	7.892	µm²
Arr. time, crit path	5320	ps
drt wl/cell	15.27	µm
status	completed	
gr usage total	0.2615	
H-tree levels	2	
ys cells	449	
Worst-path clk slew	70	ps
total length of routed wires	9162	µm
Final Core Density	0.6344	
==> cell type report <==
| type | instances | share of cell area |
|---|---|---|
| well taps | 96 | 0.02771 |
| flip-flops and latches | 32 | 0.1848 |
| repair buffers | 68 | 0.1547 |
| clock buffers | 5 | 0.01588 |
| multi-input cells | 385 | 0.6048 |
| inverters | 14 | 0.01212 |
==> layer usage <==
metal | vias to the layer above | routed length, µm
met5 | - | 0
met4 | 0 | 159
met3 | 16 | 483
met2 | 115 | 4024
met1 | 1574 | 4494
li1 | 1747 | -
==> layout by cell type (no fill, tap or decap), types with 21 or more instances in the layout <==
cell             netlist  layout
nand2_1               41      41
nand3_1               21      21
o21ai_0               21      21
a21oi_1               47      47
nor2_1                50      50
xor2_1                24      24
dfrtp_1               32      32
xnor2_1               22      22
clkdlybuf4s50_1        0      65
ha_1                  32      32
==> synth_stat cells (4+ instances only) <==
library cell	count	area, µm²
inv_1	14	52.55
o22ai_1	4	25.02
a31oi_1	4	25.02
o21bai_1	5	37.54
ha_1	32	400.4
o21ai_1	7	35.03
and3_1	5	31.28
nand4_1	13	81.33
mux2i_1	8	80.08
or3_1	4	25.02
xor2_1	24	210.2
a21o_1	16	120.1
nor2_1	50	187.7
clkbuf_1	16	60.06
o21ai_0	21	105.1
dfrtp_1	32	800.8
xnor2_1	22	192.7
nand3_1	21	105.1
nor3_1	4	20.02
and4_1	4	35.03
nand2_1	41	153.9
a21oi_1	47	235.2
==> through the flow <==
| stage | total power [µW] | hold WS (ps) | cell area [µm²] | setup slack, ps |
|---|---|---|---|---|
| after CTS | 961.1 | 477.1 | 4334 | 8567 |
| after global routing | 1059 | 482.8 | 4334 | 8367 |
| after global placement | 887.2 | 460.4 | 4265 | 8322 |
| after detailed placement | 886.3 | 463.2 | 4265 | 8284 |
| after floorplan | 671.8 | 425.4 | 3543 | 8964 |
| final | 965.0 | 479.6 | 4334 | 8557 |
==> kinds of logic (layout without fill, tap and decap cells) <==
group           Yosys count  in the layout
mux                      11             11
buf+inv                  32             87
fa+ha+maj                33             33
simple gates            161            161
xor+xnor                 46             46
flops                    32             32
compound gates          134            134
==> worst max-delay path: stages <==
cell             delay, ps
clkdlybuf4s50_1        460
ha_1                   180
inv_1                   60
fa_1                   400
nor2b_1                170
o2111ai_1              170
a211o_1                380
and4b_1                200
o21ai_1                210
nand2_1                110
o211a_1                240
==> report_power, final <==
group          switching, µW  leakage (µW)  internal (µW)  total [µW]
combinational            347       0.00143            331         679
sequential              74.8      0.000366            144         219
clock                   34.9     0.0000359           32.8        67.7
==> path summary, 6_finish.rpt <==
check,cells after the start,slack (ps),end,startpoint
min in group asynchronous,3,2870,PC_out[31],rst
setup reg to reg,8,11010,PC_out[25],PC_out[7]
max in group asynchronous,3,10500,PC_out[7],rst
hold / removal,1,480,PC_out[31],PC_out[31]
hold reg to reg,1,480,PC_out[31],PC_out[31]
setup / recovery,11,8560,PC_out[30],ImmOp[0]
Power figures rest on the tool's default switching activity, not on a simulated workload.
